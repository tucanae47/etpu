===== design/flow/design.v =====
`default_nettype none
`timescale 1ns/1ns
module edu_tpu #(
    parameter   [31:0]  W_ADDRESS    = 24'h3000_00         
  )(
    input wire          caravel_wb_clk_i,        
    input wire          caravel_wb_rst_i,        
    input wire          caravel_wb_stb_i,        
    input wire          caravel_wb_cyc_i,        
    input wire          caravel_wb_we_i,         
    input wire  [3:0]   caravel_wb_sel_i,        
    input wire  [31:0]  caravel_wb_dat_i,        
    input wire  [31:0]  caravel_wb_adr_i,        
    output           caravel_wb_ack_o,        
    output   [31:0]  caravel_wb_dat_o,       
    output wire [15:0] out1,
    output wire [3:0] load_end,
    output wire en
  );
  wire clk_npu;
  wire clk, rst, valid;
  reg				ready;
  assign clk 	= caravel_wb_clk_i;
  assign rst	= caravel_wb_rst_i;
  assign valid 	= caravel_wb_cyc_i & caravel_wb_stb_i;
  always@(posedge clk)
    if(rst | ready)
      ready <= 0;
    else if(valid & ~ready)
      ready <= 1;
  npu_wb ram_wb(
           .wb_clk_i(caravel_wb_clk_i),
           .wb_rst_i(caravel_wb_rst_i),
           .wb_stb_i(caravel_wb_stb_i),
           .wb_cyc_i(caravel_wb_cyc_i),
           .wb_we_i (caravel_wb_we_i ),
           .wb_sel_i(caravel_wb_sel_i),
           .wb_dat_i(caravel_wb_dat_i),
           .wb_adr_i(caravel_wb_adr_i),
           .wb_ack_o(caravel_wb_ack_o),
           .wb_dat_o(caravel_wb_dat_o),
           .out1(out1),
           .load_end(load_end),
           .en(en)
         );
endmodule
module npu_wb #(
    parameter   [31:0]  W_ADDRESS    = 24'h3000_00,         
    parameter   [31:0]  S_ADDRESS    = 24'h3000_01,         
    parameter   [31:0]  R_ADDRESS    = 24'h3000_02,         
    parameter DWIDTH = 24,
    parameter AWIDTH = 7
  )(
    input wire          wb_clk_i,        
    input wire          wb_rst_i,        
    input wire          wb_stb_i,        
    input wire          wb_cyc_i,        
    input wire          wb_we_i,         
    input wire  [3:0]   wb_sel_i,        
    input wire  [31:0]  wb_dat_i,        
    input wire  [31:0]  wb_adr_i,        
    output reg          wb_ack_o,        
    output reg  [31:0]  wb_dat_o,        
    output reg [15:0] out1,
    output reg[3:0] load_end,
    output reg en
  );
  wire clk = wb_clk_i;
  wire rst = wb_rst_i;
  reg [DWIDTH-1:0] w [0:(2**AWIDTH)-1];
  reg [DWIDTH-1:0] IN [0:(2**AWIDTH)-1];
  reg [DWIDTH-1:0] out_m [0:(2**AWIDTH)-1];
  reg [7:0] in1,in2,in3;
  reg [7:0] in1_,in2_,in3_;
  reg [23:0] debug = 24'b0;
  reg [7:0] debug_a = 8'b0;
  reg[3:0] count = 4'd0;
  always @(posedge clk)
  begin
    if(rst)
    begin
      load_end <= 0;
    end
    if(wb_stb_i && wb_cyc_i && wb_we_i)
    begin
      if(wb_adr_i[31:8] == W_ADDRESS)
        w[wb_adr_i[7:0]] <= wb_dat_i;
      else if(wb_adr_i[31:8] == S_ADDRESS)
      begin
        load_end<= wb_dat_i[28:24];
        IN[count] <= wb_dat_i[23:0];
        count <= count + 1;
        if (load_end==4)
          count<=0;
      end
    end
    else if(wb_stb_i && wb_cyc_i && !wb_we_i && wb_adr_i[31:8] == R_ADDRESS)
    begin
      debug_a <= wb_adr_i[7:0];
      wb_dat_o <= out_m[wb_adr_i[7:0]];
    end
  end
  always @(posedge clk)
  begin
    if(rst)
    begin
      wb_ack_o <= 0;
    end
    else
      wb_ack_o <= (wb_stb_i && (wb_adr_i[31:8] == W_ADDRESS || wb_adr_i[31:8] == R_ADDRESS || wb_adr_i[31:8] == S_ADDRESS));
  end
  reg [3:0] mem_addr;
  always @(posedge clk)
  begin
    if (rst)
    begin
      en<=0;
      mem_addr <= 0;
    end
    else if (load_end==3 && mem_addr < 12)
    begin
      mem_addr <= mem_addr + 2;
      in1 <= IN[mem_addr][7:0];
      in2 <= IN[mem_addr][15:8];
      in3 <= IN[mem_addr][23:16];
      en<=1;
    end
    else if (load_end==4)
    begin
      mem_addr<=0;
      en<=0;
    end
  end
  reg [15:0] zero = 15'b0;
  reg [32:0] memout_addr = 32'd0;
  wire [7:0] r_11, r_12, r_13 ;
  wire [15:0] d_11, d_12, d_13 ;
  pe pe_11(.clk(clk), .rst(rst), .en(en), .up(zero), .left(in1), .w(w[0*4][7:0]), .right(r_11), .down(d_11));
  pe pe_12(.clk(clk), .rst(rst), .en(en), .up(zero), .left(r_11), .w(w[1*4][7:0]), .right(r_12), .down(d_12));
  pe pe_13(.clk(clk), .rst(rst), .en(en), .up(zero), .left(r_12), .w(w[2*4][7:0]), .right(r_13), .down(d_13));
  wire [7:0] r_21, r_22, r_23 ;
  wire [15:0] d_21, d_22, d_23 ;
  pe pe_21(.clk(clk), .rst(rst), .en(en), .up(d_11), .left(in2), .w(w[3*4][7:0]), .right(r_21), .down(d_21));
  pe pe_22(.clk(clk), .rst(rst), .en(en), .up(d_12), .left(r_21), .w(w[4*4][7:0]), .right(r_22), .down(d_22));
  pe pe_23(.clk(clk), .rst(rst), .en(en), .up(d_13), .left(r_22), .w(w[5*4][7:0]), .right(r_23), .down(d_23));
  wire [7:0] r_31, r_32, r_33 ;
  wire [15:0] o_1, o_2, o_3 ;
  pe pe_31(.clk(clk), .rst(rst), .en(en), .up(d_21), .left(in3), .w(w[6*4][7:0]), .right(r_31), .down(o_1));
  pe pe_32(.clk(clk), .rst(rst), .en(en), .up(d_22), .left(r_31), .w(w[7*4][7:0]), .right(r_32), .down(o_2));
  pe pe_33(.clk(clk), .rst(rst), .en(en), .up(d_23), .left(r_32), .w(w[8*4][7:0]), .right(r_33), .down(o_3));
  always @(posedge clk)
  begin
    if (en)
    begin
      memout_addr<= memout_addr + 3;
      out_m[(memout_addr * 4)] <= o_1;
      out_m[(memout_addr + 1) * 4] <= o_2;
      out_m[(memout_addr + 2) * 4] <= o_3;
      out1<=o_1;
    end
    else if (load_end==4)
      memout_addr<=0;
  end
endmodule
`default_nettype none
`timescale 1ns/1ns
module pe
    (
        input clk,
        input rst,
        input en,
        input [15:0] up,
        input [7:0] left,
        input [7:0] w,
        output reg [7:0] right,
        output reg [15:0] down
    );
    always@ (posedge clk) 
    begin
        if(rst) 
            begin
                right <= 8'b0;
                down <= 16'b0;
            end
        else if (en)
            begin
                down <= left * w + up;
                right <= left;
            end
        else 
            begin
                right <= right;
                down <= down;
            end
    end
endmodule

===== design/flow/config.mk =====
export PLATFORM = sky130hd
export DESIGN_NAME = edu_tpu
export DESIGN_NICKNAME = edu_tpu
export VERILOG_FILES = /design/flow/design.v
export SDC_FILE = /design/flow/constraint.sdc
export NUM_CORES = 4
export LEC_CHECK = 1
export CORE_UTILIZATION = 50
export SYNTH_MEMORY_MAX_BITS = 65536

===== design/flow/constraint.sdc =====
current_design edu_tpu

set clk_period 20.0
set clk_io_pct 0.2

create_clock -name clk0 -period $clk_period [get_ports {caravel_wb_clk_i}]

set non_clock_inputs [all_inputs -no_clocks]
set_input_delay [expr $clk_period * $clk_io_pct] -clock clk0 $non_clock_inputs
set_output_delay [expr $clk_period * $clk_io_pct] -clock clk0 [all_outputs]

===== design/flow/run.sh =====
#!/bin/bash
# OpenROAD 26Q1-2900-gdf79404cd8, Yosys 0.63+post, stock flow scripts
make -C /OpenROAD-flow-scripts/flow DESIGN_CONFIG=/design/flow/config.mk WORK_HOME=/design/flow/orfs finish

==> notes.md <==
yosys + openroad results -> routed wire length 186 mm, DRT iter0 DRCs 2,907, placed cells 8,325, Reg2Reg Setup Slack 15.25 ns, Worst path most repeated cell buf_4, Post-synth seq share slightly above 40%, final antenna-violating net count 0, Hold Slack between 0.4 and 0.5 ns, leading area contributor after synthesis edfxtp_1, Max-Cap Viols 0, placed inst area 0.0741 mm², vias in the first global route approximately 47,000, first-pass GRT wire length roughly 290 mm, Max VDD drop between 80 and 90 µV, top fanout value on the critical path 33, dpl ws ~12 ns, Pre-antenna DRT Iters 5, DRC violations left 0, final instance area between 0.07 and 0.08 mm², Final Non-Filler Cells between 8,000 and 9,000, chip width approximately 380 µm, number of port buffers ~100, CP delay by family, top buffers and inverters, synth-to-layout area growth 8.98%, Flops after synth around 1,000, CP startpoint kind input pin, Final Hold Fails 0, crit path DAT between 7 and 8 ns, f_max approximately 150 MHz, Setup violations, final 0, Async SR Flop Fraction 0%, average cell area after synthesis 10.7 µm², GRT overflow 0, die span in y around 380 µm, Power Total around 4.5 mW, Placer Congestion roughly 0.91, Tool Warnings 36, synthesized area between 0.07 and 0.08 mm², critical path class input pin to flop, Hold-fix buffers, CTS 0, FP Rows approximately 140, Worst slew margin around 33%, Crit. End Element flop, cts bufs inserted around 110, RSZ-0062 raised after global routing no, top cells, area edfxtp_1, fa_1, mux2i_1, Post-Route Utilization 54.9%, synth unique cells between 80 and 90, CORE AREA roughly 0.14 mm², # fillers 11,800, gr usage total 28.1%, Lkg Pwr approximately 31 nW, crit-path cells buf_6 > buf_4 > buf_4 > mux4_2 > mux2i_1 > o22ai_1 > a21o_1, clk latency late pin 0.74 ns, synthesized netlist cell count ~6,700, Critical Path Max Stage Delay 0.64 ns, via count 46,800, post-route setup TNS 0 ns, CP max stage cell buf_4, Clock Sinks approximately 1,000, Root Driver clkbuf_16, Power per Cell Area 58.1 mW/mm², post-DP HPWL 122 mm, Dominant flop cell edfxtp_1, Worst Skew 0.0532 ns, Resized cells post-CTS 0, status finished, final reports clean, period utilization roughly a third, htree depth 3, Post-synth EDFFs around 840, PnR worst setup slack ~13 ns, YS warnings 3, IO Pins roughly 130, largest net degree at the start of global routing ~57, CTS tree built, Clock Pin Slew Worst Setup and Hold Paths roughly 0.060 ns, cell count in the Yosys report about 6,700, Post-CTS Setup Bufs 0, overall die area 0.144 mm², worst-margin pin slew ~1.0 ns, crit path time final 6.75 ns, Avg WL per Cell 21.7 µm, via/cell ratio between 5 and 6, clk buf depth 3, Area leader share 35.4%, initial antenna violation count 1, Yosys chip area 0.0713 mm², count of buffer and inverter cells on the critical path 3, crit path DRT around 20 ns, Slew Limit Fails 0, share of layout cells above drive strength 1 roughly a tenth, Initial Utilization about half, Worst Hold Class flop to flop
## power by group
group / internal [mW] / total, mW / leakage, nW / switching, mW
Sequential: 2.32 / 2.32 / 9.56 / 0.000000000986
Combinational: 0.0456 / 0.111 / 20.0 / 0.0650
Clock: 1.20 / 2.09 / 1.79 / 0.887
## cells by family after synthesis
logic type | count (synthesis) | synth area share (%)
and+or+nand+nor | 1850 | 11.9
buffers and inverters | 1257 | 7.00
DFF | 1042 | 41.0
AOI/OAI and AO/OA | 898 | 7.39
muxes | 772 | 14.2
adders and majority gates | 730 | 17.1
xor gates and xnor gates | 102 | 1.29
other | 1 | 0.00526
## registers in the layout, indices dropped and copies added (netlist names), 5 cells and up
name	cells
ram_wb.out_m	512
ram_wb.IN	192
ram_wb.w	72
ram_wb.out1	16
ram_wb.pe_11.down	16
ram_wb.pe_12.down	16
ram_wb.pe_13.down	16
ram_wb.pe_21.down	16
ram_wb.pe_22.down	16
ram_wb.pe_23.down	16
ram_wb.pe_31.down	16
ram_wb.pe_32.down	16
ram_wb.pe_33.down	16
ram_wb.wb_dat_o	16
ram_wb.in1	8
ram_wb.in2	8
ram_wb.in3	8
ram_wb.pe_11.right	8
ram_wb.pe_12.right	8
ram_wb.pe_21.right	8
ram_wb.pe_22.right	8
ram_wb.pe_31.right	8
ram_wb.pe_32.right	8
ram_wb.memout_addr	5
## worst reg2reg max path, cell delays in order, from the launching register on
cell and delay [ns]:
edfxtp_1 0.56, and2_1 0.24, fa_1 0.53, inv_1 0.05, fa_1 0.53, inv_1 0.05
fa_1 0.47, inv_1 0.05, fa_1 0.47, inv_1 0.04, ha_1 0.34, and2_1 0.18
o21ai_0 0.27, a21oi_1 0.12, a2111oi_0 0.46, xor2_1 0.18, o21ai_0 0.08
## worst paths after layout
path              depth (start not counted)                  start                    end
setup reg to reg                         16          ram_wb.in1[5]  ram_wb.pe_11.down[13]
setup / recovery                          7    caravel_wb_adr_i[2]    ram_wb.wb_dat_o[11]
hold reg to reg                           0  ram_wb.pe_31.down[12]        ram_wb.out1[12]
hold / removal                            0  ram_wb.pe_31.down[12]        ram_wb.out1[12]
## Yosys cell counts (7+ instances only)
cell type / n
o22ai_1: 21
o211ai_1: 21
and2_1: 358
nor3_1: 35
fa_1: 408
and3_1: 8
clkbuf_1: 373
ha_1: 322
xor2_1: 47
dfxtp_1: 201
a2111oi_0: 10
mux4_2: 192
a211oi_1: 37
nor2_4: 10
a21o_1: 42
mux2i_1: 552
a31oi_1: 104
edfxtp_1: 841
nand3b_1: 7
nor4_1: 11
nand2b_1: 18
buf_4: 31
nor3b_1: 11
o21ai_1: 29
inv_1: 740
nand2_1: 771
a21oi_1: 267
mux2_2: 28
o21a_1: 7
buf_1: 61
nor2_1: 500
xnor2_1: 53
nor2b_1: 16
nand3_1: 48
buf_6: 15
buf_2: 33
o21ai_0: 298
a221oi_1: 7
nand2_4: 9
## metal layers
metal,vias up,GRT usage (%),wire length (µm)
met2,1818,41.8,86300
met3,300,12.4,20400
li1,22400,-,-
met1,22200,40.0,72300
met4,0,7.92,6650
met5,-,0.0992,0
## cells in the final DEF, fill, tap and decap left out, drive strengths merged, types with 186 or more instances in the layout
cell type / instances
mux2i: 552
and2: 360
mux4: 192
buf: 186
ha: 322
a21oi: 275
o21ai: 327
dfxtp: 201
inv: 746
nand2: 783
fa: 408
nor2: 517
edfxtp: 841
## cell type report
cell class	count	area [µm²]	area share [%]
clock buffers	165	3210	4.12
diodes	3	7.51	0.00966
inverters	743	2790	3.59
clock inverters	43	473	0.608
repair buffers	282	2370	3.05
flip-flops and latches	1042	29300	37.7
multi-input cells	4368	37200	47.9
well taps	1890	2360	3.04
Power is estimated from default activity; no workload was simulated.
